[flow/design.v]
module fir_57tap_highpass(
    input signed [15:0] x,
    input clock_50,
    output signed [15:0] dout
);
    reg signed [15:0] x1;
    reg signed [31:0] xm [0:56];
    reg signed [31:0] xp [0:56];
reg signed [15:0] c0  = 0;      
reg signed [15:0] c1  = 1;      
reg signed [15:0] c2  = 2;      
reg signed [15:0] c3  = 2;      
reg signed [15:0] c4  = 0;      
reg signed [15:0] c5  = -4;     
reg signed [15:0] c6  = -11;    
reg signed [15:0] c7  = -20;    
reg signed [15:0] c8  = -30;    
reg signed [15:0] c9  = -37;    
reg signed [15:0] c10 = -38;    
reg signed [15:0] c11 = -26;    
reg signed [15:0] c12 = 0;      
reg signed [15:0] c13 = 43;     
reg signed [15:0] c14 = 99;     
reg signed [15:0] c15 = 161;    
reg signed [15:0] c16 = 215;    
reg signed [15:0] c17 = 243;    
reg signed [15:0] c18 = 227;    
reg signed [15:0] c19 = 150;    
reg signed [15:0] c20 = 0;      
reg signed [15:0] c21 = -226;   
reg signed [15:0] c22 = -518;   
reg signed [15:0] c23 = -856;   
reg signed [15:0] c24 = -1210;  
reg signed [15:0] c25 = -1539;  
reg signed [15:0] c26 = -1801;  
reg signed [15:0] c27 = -1986;  
reg signed [15:0] c28 = 14336;  
reg signed [15:0] c29 = -1986;  
reg signed [15:0] c30 = -1801;  
reg signed [15:0] c31 = -1539;  
reg signed [15:0] c32 = -1210;  
reg signed [15:0] c33 = -856;   
reg signed [15:0] c34 = -518;   
reg signed [15:0] c35 = -226;   
reg signed [15:0] c36 = 0;      
reg signed [15:0] c37 = 150;    
reg signed [15:0] c38 = 227;    
reg signed [15:0] c39 = 243;    
reg signed [15:0] c40 = 215;    
reg signed [15:0] c41 = 161;    
reg signed [15:0] c42 = 99;     
reg signed [15:0] c43 = 43;     
reg signed [15:0] c44 = 0;      
reg signed [15:0] c45 = -26;    
reg signed [15:0] c46 = -38;    
reg signed [15:0] c47 = -37;    
reg signed [15:0] c48 = -30;    
reg signed [15:0] c49 = -20;    
reg signed [15:0] c50 = -11;    
reg signed [15:0] c51 = -4;     
reg signed [15:0] c52 = 0;      
reg signed [15:0] c53 = 2;      
reg signed [15:0] c54 = 2;      
reg signed [15:0] c55 = 1;      
reg signed [15:0] c56 = 0;      
    wire signed [31:0] ADD [0:56];
    always @ (posedge clock_50) begin
        x1 <= x;
    end
    always @ (posedge clock_50) begin
        xm[0]  <= x1 * c0;
    xm[1]  <= x1 * c1;
    xm[2]  <= x1 * c2;
    xm[3]  <= x1 * c3;
    xm[4]  <= x1 * c4;
    xm[5]  <= x1 * c5;
    xm[6]  <= x1 * c6;
    xm[7]  <= x1 * c7;
    xm[8]  <= x1 * c8;
    xm[9]  <= x1 * c9;
    xm[10] <= x1 * c10;
    xm[11] <= x1 * c11;
    xm[12] <= x1 * c12;
    xm[13] <= x1 * c13;
    xm[14] <= x1 * c14;
    xm[15] <= x1 * c15;
    xm[16] <= x1 * c16;
    xm[17] <= x1 * c17;
    xm[18] <= x1 * c18;
    xm[19] <= x1 * c19;
    xm[20] <= x1 * c20;
    xm[21] <= x1 * c21;
    xm[22] <= x1 * c22;
    xm[23] <= x1 * c23;
    xm[24] <= x1 * c24;
    xm[25] <= x1 * c25;
    xm[26] <= x1 * c26;
    xm[27] <= x1 * c27;
    xm[28] <= x1 * c28;
    xm[29] <= x1 * c29;
    xm[30] <= x1 * c30;
    xm[31] <= x1 * c31;
    xm[32] <= x1 * c32;
    xm[33] <= x1 * c33;
    xm[34] <= x1 * c34;
    xm[35] <= x1 * c35;
    xm[36] <= x1 * c36;
    xm[37] <= x1 * c37;
    xm[38] <= x1 * c38;
    xm[39] <= x1 * c39;
    xm[40] <= x1 * c40;
    xm[41] <= x1 * c41;
    xm[42] <= x1 * c42;
    xm[43] <= x1 * c43;
    xm[44] <= x1 * c44;
    xm[45] <= x1 * c45;
    xm[46] <= x1 * c46;
    xm[47] <= x1 * c47;
    xm[48] <= x1 * c48;
    xm[49] <= x1 * c49;
    xm[50] <= x1 * c50;
    xm[51] <= x1 * c51;
    xm[52] <= x1 * c52;
    xm[53] <= x1 * c53;
    xm[54] <= x1 * c54;
    xm[55] <= x1 * c55;
    xm[56] <= x1 * c56;
    end
    always @ (posedge clock_50) begin
        xp[56] <= xm[56];
         xp[55] <= ADD[56];
    xp[54] <= ADD[55];
    xp[53] <= ADD[54];
    xp[52] <= ADD[53];
    xp[51] <= ADD[52];
    xp[50] <= ADD[51];
    xp[49] <= ADD[50];
    xp[48] <= ADD[49];
    xp[47] <= ADD[48];
    xp[46] <= ADD[47];
    xp[45] <= ADD[46];
    xp[44] <= ADD[45];
    xp[43] <= ADD[44];
    xp[42] <= ADD[43];
    xp[41] <= ADD[42];
    xp[40] <= ADD[41];
    xp[39] <= ADD[40];
    xp[38] <= ADD[39];
    xp[37] <= ADD[38];
    xp[36] <= ADD[37];
    xp[35] <= ADD[36];
    xp[34] <= ADD[35];
    xp[33] <= ADD[34];
    xp[32] <= ADD[33];
    xp[31] <= ADD[32];
    xp[30] <= ADD[31];
    xp[29] <= ADD[30];
    xp[28] <= ADD[29];
    xp[27] <= ADD[28];
    xp[26] <= ADD[27];
    xp[25] <= ADD[26];
    xp[24] <= ADD[25];
    xp[23] <= ADD[24];
    xp[22] <= ADD[23];
    xp[21] <= ADD[22];
    xp[20] <= ADD[21];
    xp[19] <= ADD[20];
    xp[18] <= ADD[19];
    xp[17] <= ADD[18];
    xp[16] <= ADD[17];
    xp[15] <= ADD[16];
    xp[14] <= ADD[15];
    xp[13] <= ADD[14];
    xp[12] <= ADD[13];
    xp[11] <= ADD[12];
    xp[10] <= ADD[11];
    xp[9]  <= ADD[10];
    xp[8]  <= ADD[9];
    xp[7]  <= ADD[8];
    xp[6]  <= ADD[7];
    xp[5]  <= ADD[6];
    xp[4]  <= ADD[5];
    xp[3]  <= ADD[4];
    xp[2]  <= ADD[3];
    xp[1]  <= ADD[2];
    xp[0]  <= ADD[1];
    end
    assign ADD[56] = xp[56] + xm[55];
    assign ADD[55] = xp[55] + xm[54];
    assign ADD[54] = xp[54] + xm[53];
    assign ADD[53] = xp[53] + xm[52];
    assign ADD[52] = xp[52] + xm[51];
    assign ADD[51] = xp[51] + xm[50];
    assign ADD[50] = xp[50] + xm[49];
    assign ADD[49] = xp[49] + xm[48];
    assign ADD[48] = xp[48] + xm[47];
    assign ADD[47] = xp[47] + xm[46];
    assign ADD[46] = xp[46] + xm[45];
    assign ADD[45] = xp[45] + xm[44];
    assign ADD[44] = xp[44] + xm[43];
    assign ADD[43] = xp[43] + xm[42];
    assign ADD[42] = xp[42] + xm[41];
    assign ADD[41] = xp[41] + xm[40];
    assign ADD[40] = xp[40] + xm[39];
    assign ADD[39] = xp[39] + xm[38];
    assign ADD[38] = xp[38] + xm[37];
    assign ADD[37] = xp[37] + xm[36];
    assign ADD[36] = xp[36] + xm[35];
    assign ADD[35] = xp[35] + xm[34];
    assign ADD[34] = xp[34] + xm[33];
    assign ADD[33] = xp[33] + xm[32];
    assign ADD[32] = xp[32] + xm[31];
    assign ADD[31] = xp[31] + xm[30];
    assign ADD[30] = xp[30] + xm[29];
    assign ADD[29] = xp[29] + xm[28];
    assign ADD[28] = xp[28] + xm[27];
    assign ADD[27] = xp[27] + xm[26];
    assign ADD[26] = xp[26] + xm[25];
    assign ADD[25] = xp[25] + xm[24];
    assign ADD[24] = xp[24] + xm[23];
    assign ADD[23] = xp[23] + xm[22];
    assign ADD[22] = xp[22] + xm[21];
    assign ADD[21] = xp[21] + xm[20];
    assign ADD[20] = xp[20] + xm[19];
    assign ADD[19] = xp[19] + xm[18];
    assign ADD[18] = xp[18] + xm[17];
    assign ADD[17] = xp[17] + xm[16];
    assign ADD[16] = xp[16] + xm[15];
    assign ADD[15] = xp[15] + xm[14];
    assign ADD[14] = xp[14] + xm[13];
    assign ADD[13] = xp[13] + xm[12];
    assign ADD[12] = xp[12] + xm[11];
    assign ADD[11] = xp[11] + xm[10];
    assign ADD[10] = xp[10] + xm[9];
    assign ADD[9]   = xp[9]   + xm[8];
    assign ADD[8]   = xp[8]   + xm[7];
    assign ADD[7]   = xp[7]   + xm[6];
    assign ADD[6]   = xp[6]   + xm[5];
    assign ADD[5]   = xp[5]   + xm[4];
    assign ADD[4]   = xp[4]   + xm[3];
    assign ADD[3]   = xp[3]   + xm[2];
    assign ADD[2]   = xp[2]   + xm[1];
    assign ADD[1]   = xp[1]   + xm[0];
    assign dout = ADD[1] >> 14;
endmodule
[flow/run.sh]
#!/bin/bash
# OpenROAD 26Q1-2900-gdf79404cd8, Yosys 0.63+post, stock flow scripts
make -C /OpenROAD-flow-scripts/flow DESIGN_CONFIG=/design/flow/config.mk WORK_HOME=/design/flow/orfs finish
[flow/config.mk]
export PLATFORM = sky130hd
export DESIGN_NAME = fir_57tap_highpass
export DESIGN_NICKNAME = fir_57tap_highpass
export VERILOG_FILES = /design/flow/design.v
export SDC_FILE = /design/flow/constraint.sdc
export NUM_CORES = 4
export LEC_CHECK = 1
export CORE_UTILIZATION = 30
[flow/constraint.sdc]
current_design fir_57tap_highpass

set clk_period 20.3
set clk_io_pct 0.2

create_clock -name clk0 -period $clk_period [get_ports {clock_50}]

set non_clock_inputs [all_inputs -no_clocks]
set_input_delay [expr $clk_period * $clk_io_pct] -clock clk0 $non_clock_inputs
set_output_delay [expr $clk_period * $clk_io_pct] -clock clk0 [all_outputs]
==> metrics.txt <==
# HELP chip_impl_metric Flow report values
# TYPE chip_impl_metric gauge
chip_impl_info{name="critical_path.reg2reg.endpoint",value="xm[34][26]"} 1
chip_impl_metric{name="dp_hpwl",unit="um"} 449000
chip_impl_metric{name="hold_viol",unit=""} 0
chip_impl_metric{name="cp.arrival",unit="ps"} 8330
chip_impl_metric{name="stage_log_warnings",unit=""} 91
chip_impl_metric{name="worst-r2r-cell-count",unit=""} 23
chip_impl_metric{name="fp.coreArea",unit="um2"} 475000
chip_impl_metric{name="fin_crit",unit="ps"} 7500
chip_impl_metric{name="grt.total_usage",unit="%"} 22.7
chip_impl_metric{name="post_route_cells_drive_above_1_share",unit="%"} 4.82
chip_impl_metric{name="max_freq",unit="MHz"} 133
chip_impl_metric{name="cp_data_required_time",unit="ps"} 21130
chip_impl_metric{name="first_global_vias",unit=""} 107450
chip_impl_metric{name="syn2layout_area_growth",unit="%"} 12.5
chip_impl_metric{name="edf_count",unit=""} 0
chip_impl_metric{name="post_cts.resized_instances",unit=""} 0
chip_impl_info{name="classification_of_the_worst_setup_path",value="reg2reg"} 1
chip_impl_metric{name="grt_overflow",unit=""} 0
chip_impl_info{name="tritoncts",value="done"} 1
chip_impl_metric{name="met3RoutedLength",unit="um"} 52800
chip_impl_metric{name="preCtsSetupSlack",unit="ps"} 12890
chip_impl_metric{name="yosysUniqueCellTypes",unit=""} 94
chip_impl_metric{name="critPathMaxStageDelay",unit="ps"} 640
chip_impl_metric{name="finalSetupViolations",unit=""} 0
chip_impl_metric{name="drt_first_iter_violations",unit=""} 7126
chip_impl_info{name="hold-path-endpoint",value="xp[12][1]"} 1
chip_impl_metric{name="via_count",unit=""} 109888
chip_impl_metric{name="critical_path.max_fanout",unit=""} 20
chip_impl_metric{name="met1Wirelength",unit="um"} 231000
chip_impl_metric{name="clock_sinks",unit=""} 2076
chip_impl_info{name="final_cell_mix",value="sky130_fd_sc_hd__ha_1, sky130_fd_sc_hd__dfxtp_1, sky130_fd_sc_hd__inv_1"} 1
chip_impl_metric{name="floorplan.die_area",unit="um2"} 481000
chip_impl_info{name="run_status",value="complete, no violations"} 1
chip_impl_metric{name="wl_met2",unit="um"} 224000
chip_impl_metric{name="htree_levels",unit=""} 4
chip_impl_metric{name="initial_utilization",unit="%"} 30.2
chip_impl_info{name="unrepaired_setup_endpoints_after_global_routing",value="false"} 1
chip_impl_metric{name="die_width",unit="um"} 694
chip_impl_metric{name="die_h",unit="um"} 694
chip_impl_metric{name="num_rows",unit=""} 253
chip_impl_metric{name="area_after_detailed_placement",unit="um2"} 153000
chip_impl_metric{name="final.setup.tns",unit="ps"} 0
chip_impl_info{name="path_cells",value="buf_4, inv_1, buf_4, ha_1, inv_1, fa_1, inv_1, fa_1, fa_1, inv_1, fa_1, inv_1, ha_1, a21o_1, a21oi_1, o21ai_0, or3_1, a21o_1, a31oi_1, o21ai_0, a21o_1, a21o_1, xnor2_1"} 1
chip_impl_info{name="most_instantiated_logic_cell_after_routing",value="sky130_fd_sc_hd__ha_1"} 1
chip_impl_metric{name="wl",unit="um"} 533000
chip_impl_info{name="crit_path_frequent_cell",value="sky130_fd_sc_hd__inv_1"} 1
chip_impl_metric{name="slew_viol_final",unit=""} 0
chip_impl_metric{name="synth_stat.cells",unit=""} 15207
chip_impl_metric{name="cts_buffers",unit=""} 232
chip_impl_metric{name="detail_route.vias_per_cell",unit=""} 4.95
chip_impl_metric{name="timing.critical_path.buf_inv",unit=""} 7
chip_impl_metric{name="worst_hold_path.num_cells",unit=""} 0
chip_impl_metric{name="syn-cell-area",unit="um2"} 144000
chip_impl_metric{name="finalWorstSetupSlack",unit="ps"} 12800
chip_impl_info{name="worst_hold_path_type",value="reg2reg"} 1
chip_impl_metric{name="cts_hold_buf",unit=""} 0
chip_impl_info{name="holdCritStartpoint",value="ADD[13][1]"} 1
chip_impl_metric{name="numSynthFlops",unit=""} 2076
chip_impl_info{name="worst_setup_path_start_kind",value="register"} 1
chip_impl_metric{name="drcViolationCount",unit=""} 0
chip_impl_metric{name="grt_pass1_wl",unit="um"} 762000
chip_impl_metric{name="clk_slew_on_worst_s_h_paths",unit="ps"} 80
chip_impl_metric{name="setup_fix_bufs_post_cts",unit=""} 0
chip_impl_info{name="ys_dominant_reg_cell",value="sky130_fd_sc_hd__dfxtp_1"} 1
chip_impl_info{name="cp-end-kind",value="register"} 1
chip_impl_metric{name="largest_net_degree_at_the_start_of_global_routing",unit=""} 48
chip_impl_metric{name="fin_worst_skew",unit="ps"} 93.2
chip_impl_info{name="clock-root-buffer",value="sky130_fd_sc_hd__clkbuf_16"} 1
chip_impl_metric{name="routabilityCongestion",unit=""} 1.07
chip_impl_metric{name="io_pins",unit=""} 33
chip_impl_metric{name="worst-r2r-setup-slack",unit="ps"} 12800
chip_impl_info{name="slowest_stage",value="sky130_fd_sc_hd__ha_1"} 1
chip_impl_metric{name="tightestPinTransition",unit="ps"} 1130
chip_impl_metric{name="buffer_ports.inserted",unit=""} 32
chip_impl_metric{name="finalInstanceArea",unit="um2"} 161000
chip_impl_info{name="timing.critical_path.max_delay_family",value="adder cells"} 1
chip_impl_metric{name="slew-limit-headroom",unit="%"} 24.2
chip_impl_info{name="regToRegStartpoint",value="x1[12]"} 1
chip_impl_metric{name="ant_nets",unit=""} 0
chip_impl_metric{name="synth_chip_area",unit="um2"} 144000
chip_impl_metric{name="detail_route.first_pass.iterations",unit=""} 10
chip_impl_metric{name="avgRoutedWirePerCell",unit="um"} 24.0
chip_impl_metric{name="numPlacedInstances",unit=""} 21711
chip_impl_metric{name="hold_ws",unit="ps"} 294
chip_impl_metric{name="ys_seq_share",unit="%"} 29.0
chip_impl_info{name="top_signal_layer_used",value="met5"} 1
chip_impl_metric{name="longest_clk_path_bufs",unit=""} 4
chip_impl_metric{name="final.period_utilization",unit="%"} 36.9
chip_impl_metric{name="critical_path_cell_count",unit=""} 23
chip_impl_metric{name="synth_area_per_cell",unit="um2"} 9.44
chip_impl_metric{name="grt_antenna_before_repair",unit=""} 67
chip_impl_metric{name="synthCells",unit=""} 15207
chip_impl_metric{name="ys_warn_count",unit=""} 3
chip_impl_metric{name="async_reset_ff_share",unit="%"} 0
chip_impl_metric{name="finish.cell_count_without_fillers",unit=""} 22222
chip_impl_metric{name="drv_cap",unit=""} 0
chip_impl_metric{name="worst_skew_pair.late_latency",unit="ps"} 980
-- cell type report --
class                   count  area (um2)
clock inverters           128        1600
repair buffers            252        1970
diodes                     79         198
multi-input cells       11423       95600
well taps                6375        7980
inverters                1585        5950
flip-flops and latches   2076       41600
fillers                 48203      314000
clock buffers             304        6590
-- through the flow --
| stage | utilization (%) |
|---|---|
| final | 34.0 |
| after global routing | 33.9 |
| after global placement | 32.2 |
| after floorplan | - |
| after detailed placement | 32.2 |
| after CTS | 33.9 |
-- layer usage --
metal  vias to the layer above  track usage, %
met2                      2895            32.8
met1                     52221            31.0
met5                         -           0.940
met4                        34            8.20
met3                       723            8.86
li1                      54015               -
-- Yosys cell counts (all sizes together), types with 55 or more instances --
master | count | share of area [%]
nor3 | 185 | 0.64
o21bai | 189 | 0.99
or3 | 57 | 0.25
dfxtp | 2076 | 29
nand3 | 243 | 0.85
nor2b | 209 | 0.91
nor2 | 892 | 2.3
a211oi | 122 | 0.64
o21ai | 745 | 2.6
and3 | 112 | 0.49
o31a | 57 | 0.35
a21o | 742 | 3.9
xor2 | 460 | 2.8
a31oi | 148 | 0.64
nand4 | 119 | 0.52
ha | 2162 | 19
xnor2 | 1069 | 6.5
fa | 739 | 10
o31ai | 70 | 0.37
o21a | 275 | 1.4
clkbuf | 119 | 0.31
inv | 1585 | 4.1
nand2b | 195 | 0.85
a21oi | 1293 | 4.5
nand2 | 630 | 1.6
o211ai | 57 | 0.30
and2 | 55 | 0.24
-- worst reg2reg max path, cell delays in order (launching register included) --
cell                      delay, ps
sky130_fd_sc_hd__dfxtp_2        310
sky130_fd_sc_hd__buf_4          420
sky130_fd_sc_hd__inv_1          370
sky130_fd_sc_hd__buf_4          310
sky130_fd_sc_hd__ha_1           640
sky130_fd_sc_hd__inv_1          470
sky130_fd_sc_hd__fa_1           620
sky130_fd_sc_hd__inv_1           60
sky130_fd_sc_hd__fa_1           490
sky130_fd_sc_hd__fa_1           490
sky130_fd_sc_hd__inv_1           70
sky130_fd_sc_hd__fa_1           480
sky130_fd_sc_hd__inv_1           40
sky130_fd_sc_hd__ha_1           320
sky130_fd_sc_hd__a21o_1         170
sky130_fd_sc_hd__a21oi_1        180
sky130_fd_sc_hd__o21ai_0        170
sky130_fd_sc_hd__or3_1          350
sky130_fd_sc_hd__a21o_1         200
sky130_fd_sc_hd__a31oi_1        460
sky130_fd_sc_hd__o21ai_0        240
sky130_fd_sc_hd__a21o_1         210
sky130_fd_sc_hd__a21o_1         180
sky130_fd_sc_hd__xnor2_1        130
-- worst max path at each step --
| stage | to | start | slack (ps) |
|---|---|---|---|
| CTS | xm[34][26] | x1[12] | 12900 |
| global route | xm[34][26] | x1[12] | 12520 |
| finish | xm[34][26] | x1[12] | 12800 |
-- cell families after synthesis --
| group | synth area share [%] |
|---|---|
| muxes | 0.0636 |
| adders and majority gates | 29.2 |
| xor gates and xnor gates | 9.33 |
| and+or+nand+nor | 9.32 |
| DFF | 29.0 |
| buffers and inverters | 4.47 |
| AOI/OAI and AO/OA | 18.7 |
-- registers in the layout, indices dropped and copies added, names as in the netlist --
signal / flops
xp: 1403
xm: 472
ADD: 185
x1: 16
