===== flow/run.sh =====
#!/bin/bash
# OpenROAD 26Q1-2900-gdf79404cd8, Yosys 0.63+post, stock flow scripts
make -C /OpenROAD-flow-scripts/flow DESIGN_CONFIG=/design/flow/config.mk WORK_HOME=/design/flow/orfs finish

===== flow/config.mk =====
export PLATFORM = sky130hd
export DESIGN_NAME = fir_57tap_bandpass
export DESIGN_NICKNAME = fir_57tap_bandpass
export VERILOG_FILES = /design/flow/design.v
export SDC_FILE = /design/flow/constraint.sdc
export NUM_CORES = 4
export LEC_CHECK = 1
export CORE_UTILIZATION = 50

===== flow/constraint.sdc =====
current_design fir_57tap_bandpass

set clk_period 22.2
set clk_io_pct 0.2

create_clock -name clk0 -period $clk_period [get_ports {clock_50}]

set non_clock_inputs [all_inputs -no_clocks]
set_input_delay [expr $clk_period * $clk_io_pct] -clock clk0 $non_clock_inputs
set_output_delay [expr $clk_period * $clk_io_pct] -clock clk0 [all_outputs]

===== flow/design.v =====
module fir_57tap_bandpass(
    input signed [15:0] x,
    input clock_50,
    output signed [15:0] dout
);
    reg signed [15:0] x1;
    reg signed [31:0] xm [0:56];
    reg signed [31:0] xp [0:56];
reg signed [15:0] c0  = -1;    
reg signed [15:0] c1  = -2;    
reg signed [15:0] c2  = -3;    
reg signed [15:0] c3  = -4;    
reg signed [15:0] c4  = -4;    
reg signed [15:0] c5  = -3;    
reg signed [15:0] c6  = -1;    
reg signed [15:0] c7  = 2;     
reg signed [15:0] c8  = 4;     
reg signed [15:0] c9  = 0;     
reg signed [15:0] c10 = -13;   
reg signed [15:0] c11 = -41;   
reg signed [15:0] c12 = -88;   
reg signed [15:0] c13 = -154;  
reg signed [15:0] c14 = -238;  
reg signed [15:0] c15 = -331;  
reg signed [15:0] c16 = -419;  
reg signed [15:0] c17 = -487;  
reg signed [15:0] c18 = -506;  
reg signed [15:0] c19 = -468;  
reg signed [15:0] c20 = -358;  
reg signed [15:0] c21 = -169;  
reg signed [15:0] c22 = 87;    
reg signed [15:0] c23 = 393;   
reg signed [15:0] c24 = 718;   
reg signed [15:0] c25 = 1020;  
reg signed [15:0] c26 = 1278;  
reg signed [15:0] c27 = 1442;  
reg signed [15:0] c28 = 1505;  
reg signed [15:0] c29 = 1442;  
reg signed [15:0] c30 = 1278;  
reg signed [15:0] c31 = 1020;  
reg signed [15:0] c32 = 718;   
reg signed [15:0] c33 = 393;   
reg signed [15:0] c34 = 87;    
reg signed [15:0] c35 = -169;  
reg signed [15:0] c36 = -358;  
reg signed [15:0] c37 = -468;  
reg signed [15:0] c38 = -506;  
reg signed [15:0] c39 = -487;  
reg signed [15:0] c40 = -419;  
reg signed [15:0] c41 = -331;  
reg signed [15:0] c42 = -238;  
reg signed [15:0] c43 = -154;  
reg signed [15:0] c44 = -88;   
reg signed [15:0] c45 = -41;   
reg signed [15:0] c46 = -13;   
reg signed [15:0] c47 = 0;     
reg signed [15:0] c48 = 4;     
reg signed [15:0] c49 = 2;     
reg signed [15:0] c50 = -1;    
reg signed [15:0] c51 = -3;    
reg signed [15:0] c52 = -4;    
reg signed [15:0] c53 = -4;    
reg signed [15:0] c54 = -3;    
reg signed [15:0] c55 = -2;    
reg signed [15:0] c56 = -1;    
    wire signed [31:0] ADD [0:56];
    always @ (posedge clock_50) begin
        x1 <= x;
    end
    always @ (posedge clock_50) begin
        xm[0]  <= x1 * c0;
    xm[1]  <= x1 * c1;
    xm[2]  <= x1 * c2;
    xm[3]  <= x1 * c3;
    xm[4]  <= x1 * c4;
    xm[5]  <= x1 * c5;
    xm[6]  <= x1 * c6;
    xm[7]  <= x1 * c7;
    xm[8]  <= x1 * c8;
    xm[9]  <= x1 * c9;
    xm[10] <= x1 * c10;
    xm[11] <= x1 * c11;
    xm[12] <= x1 * c12;
    xm[13] <= x1 * c13;
    xm[14] <= x1 * c14;
    xm[15] <= x1 * c15;
    xm[16] <= x1 * c16;
    xm[17] <= x1 * c17;
    xm[18] <= x1 * c18;
    xm[19] <= x1 * c19;
    xm[20] <= x1 * c20;
    xm[21] <= x1 * c21;
    xm[22] <= x1 * c22;
    xm[23] <= x1 * c23;
    xm[24] <= x1 * c24;
    xm[25] <= x1 * c25;
    xm[26] <= x1 * c26;
    xm[27] <= x1 * c27;
    xm[28] <= x1 * c28;
    xm[29] <= x1 * c29;
    xm[30] <= x1 * c30;
    xm[31] <= x1 * c31;
    xm[32] <= x1 * c32;
    xm[33] <= x1 * c33;
    xm[34] <= x1 * c34;
    xm[35] <= x1 * c35;
    xm[36] <= x1 * c36;
    xm[37] <= x1 * c37;
    xm[38] <= x1 * c38;
    xm[39] <= x1 * c39;
    xm[40] <= x1 * c40;
    xm[41] <= x1 * c41;
    xm[42] <= x1 * c42;
    xm[43] <= x1 * c43;
    xm[44] <= x1 * c44;
    xm[45] <= x1 * c45;
    xm[46] <= x1 * c46;
    xm[47] <= x1 * c47;
    xm[48] <= x1 * c48;
    xm[49] <= x1 * c49;
    xm[50] <= x1 * c50;
    xm[51] <= x1 * c51;
    xm[52] <= x1 * c52;
    xm[53] <= x1 * c53;
    xm[54] <= x1 * c54;
    xm[55] <= x1 * c55;
    xm[56] <= x1 * c56;
    end
    always @ (posedge clock_50) begin
        xp[56] <= xm[56];
         xp[55] <= ADD[56];
    xp[54] <= ADD[55];
    xp[53] <= ADD[54];
    xp[52] <= ADD[53];
    xp[51] <= ADD[52];
    xp[50] <= ADD[51];
    xp[49] <= ADD[50];
    xp[48] <= ADD[49];
    xp[47] <= ADD[48];
    xp[46] <= ADD[47];
    xp[45] <= ADD[46];
    xp[44] <= ADD[45];
    xp[43] <= ADD[44];
    xp[42] <= ADD[43];
    xp[41] <= ADD[42];
    xp[40] <= ADD[41];
    xp[39] <= ADD[40];
    xp[38] <= ADD[39];
    xp[37] <= ADD[38];
    xp[36] <= ADD[37];
    xp[35] <= ADD[36];
    xp[34] <= ADD[35];
    xp[33] <= ADD[34];
    xp[32] <= ADD[33];
    xp[31] <= ADD[32];
    xp[30] <= ADD[31];
    xp[29] <= ADD[30];
    xp[28] <= ADD[29];
    xp[27] <= ADD[28];
    xp[26] <= ADD[27];
    xp[25] <= ADD[26];
    xp[24] <= ADD[25];
    xp[23] <= ADD[24];
    xp[22] <= ADD[23];
    xp[21] <= ADD[22];
    xp[20] <= ADD[21];
    xp[19] <= ADD[20];
    xp[18] <= ADD[19];
    xp[17] <= ADD[18];
    xp[16] <= ADD[17];
    xp[15] <= ADD[16];
    xp[14] <= ADD[15];
    xp[13] <= ADD[14];
    xp[12] <= ADD[13];
    xp[11] <= ADD[12];
    xp[10] <= ADD[11];
    xp[9]  <= ADD[10];
    xp[8]  <= ADD[9];
    xp[7]  <= ADD[8];
    xp[6]  <= ADD[7];
    xp[5]  <= ADD[6];
    xp[4]  <= ADD[5];
    xp[3]  <= ADD[4];
    xp[2]  <= ADD[3];
    xp[1]  <= ADD[2];
    xp[0]  <= ADD[1];
    end
    assign ADD[56] = xp[56] + xm[55];
    assign ADD[55] = xp[55] + xm[54];
    assign ADD[54] = xp[54] + xm[53];
    assign ADD[53] = xp[53] + xm[52];
    assign ADD[52] = xp[52] + xm[51];
    assign ADD[51] = xp[51] + xm[50];
    assign ADD[50] = xp[50] + xm[49];
    assign ADD[49] = xp[49] + xm[48];
    assign ADD[48] = xp[48] + xm[47];
    assign ADD[47] = xp[47] + xm[46];
    assign ADD[46] = xp[46] + xm[45];
    assign ADD[45] = xp[45] + xm[44];
    assign ADD[44] = xp[44] + xm[43];
    assign ADD[43] = xp[43] + xm[42];
    assign ADD[42] = xp[42] + xm[41];
    assign ADD[41] = xp[41] + xm[40];
    assign ADD[40] = xp[40] + xm[39];
    assign ADD[39] = xp[39] + xm[38];
    assign ADD[38] = xp[38] + xm[37];
    assign ADD[37] = xp[37] + xm[36];
    assign ADD[36] = xp[36] + xm[35];
    assign ADD[35] = xp[35] + xm[34];
    assign ADD[34] = xp[34] + xm[33];
    assign ADD[33] = xp[33] + xm[32];
    assign ADD[32] = xp[32] + xm[31];
    assign ADD[31] = xp[31] + xm[30];
    assign ADD[30] = xp[30] + xm[29];
    assign ADD[29] = xp[29] + xm[28];
    assign ADD[28] = xp[28] + xm[27];
    assign ADD[27] = xp[27] + xm[26];
    assign ADD[26] = xp[26] + xm[25];
    assign ADD[25] = xp[25] + xm[24];
    assign ADD[24] = xp[24] + xm[23];
    assign ADD[23] = xp[23] + xm[22];
    assign ADD[22] = xp[22] + xm[21];
    assign ADD[21] = xp[21] + xm[20];
    assign ADD[20] = xp[20] + xm[19];
    assign ADD[19] = xp[19] + xm[18];
    assign ADD[18] = xp[18] + xm[17];
    assign ADD[17] = xp[17] + xm[16];
    assign ADD[16] = xp[16] + xm[15];
    assign ADD[15] = xp[15] + xm[14];
    assign ADD[14] = xp[14] + xm[13];
    assign ADD[13] = xp[13] + xm[12];
    assign ADD[12] = xp[12] + xm[11];
    assign ADD[11] = xp[11] + xm[10];
    assign ADD[10] = xp[10] + xm[9];
    assign ADD[9]   = xp[9]   + xm[8];
    assign ADD[8]   = xp[8]   + xm[7];
    assign ADD[7]   = xp[7]   + xm[6];
    assign ADD[6]   = xp[6]   + xm[5];
    assign ADD[5]   = xp[5]   + xm[4];
    assign ADD[4]   = xp[4]   + xm[3];
    assign ADD[3]   = xp[3]   + xm[2];
    assign ADD[2]   = xp[2]   + xm[1];
    assign ADD[1]   = xp[1]   + xm[0];
    assign dout = ADD[1] >> 14;
endmodule

==> impl_metrics.tcl <==
# place-and-route summary
set metrics [dict create \
    clk_pin_slew_worst_paths_ns 0.07 \
    synth_area_per_cell_um2 9.20 \
    drc 0 \
    die-area_um2 322000 \
    ys_chip_area_um2 160000 \
    tns_ns 0 \
    root_buffer "clkbuf_16" \
    crit_arrival_ns 5.44 \
    cts_max_level 4 \
    ys_cells 17400 \
    grt_overflow_total 0 \
    maxCapViolations 0 \
    cpPeakStageDelay_ns 0.63 \
    skew_ns 0.0992 \
    fin_crit_ns 9.88 \
    logic_area_um2 109000 \
    syn2layout_area_growth_pct 9.47 \
    grt_pass1_wl_mm 786 \
    worst_slew_pin_slew_ns 0.985 \
    slew_viol_final 0 \
    antenna_found_initial 63 \
    crit_type "flop to output pin" \
    netlist.area_leader.share 0.272 \
    drt_iter0_drc 7531 \
    warnings 128 \
    syn_inst 17400 \
    drive_gt1_frac 0.0425 \
    first_pass_iters 6 \
    ios 33 \
    area_leaders "dfxtp_1 (27%), ha_1 (20%), fa_1 (9.8%)" \
    die_h_um 567 \
    synthArstFlopShare 0 \
    coreArea_um2 318000 \
    via_count 125000 \
    finalClockPeriodUsage 0.445 \
    crit_chain "ha_1 -> a21oi_1 -> o221ai_1 -> o311ai_0 -> o211ai_1 -> a41oi_1 -> a21boi_0 -> o2111a_1 -> o31a_1 -> nor2_1 -> xnor2_1 -> clkdlybuf4s50_1" \
    rows 207 \
    hold_viol 0 \
    grt_usage 0.346 \
    synth-main-ff-cell "dfxtp_1" \
    regToRegStartpoint "x1[15]$_DFF_P_" \
    final_util 0.550 \
    edf_count 0 \
    post_cts_buffers 0 \
    ctsResizeCount 0 \
    ant_nets 0 \
    yosysWarnings 3 \
    rsz0062_at_grt "false" \
    dpl.hpwl_mm 442 \
    cp_slowest_cell "dfxtp_1" \
    reg2regPathDepth 23 \
    cts_num_sinks 2167 \
    grt_pass1_vias 123000 \
    numCtsBuffers 245 \
    largest_area_cell "dfxtp_1" \
    critPathCaptureType "output pin" \
    flop_area_um2 43400 \
    clock_path_buffers 4 \
    hold_buffers 0 \
    grt_max_degree 55 \
    insertion_delay_ns 1.00 \
    cts_tree "done" \
    setup-violations-final 0 \
    die_w_um 567 \
    io_buffer_count 32 \
    ys_seq_share 0.272 \
    hold_end "xp[9][12]$_DFF_P_" \
    hp-start "ADD[10][12]$_DFF_P_" \
    whs_path_depth 0 \
    wl_per_cell_um 24.2 \
    timing.rr.end "xm[30][27]$_DFF_P_" \
    via_per_inst 5.66 \
    synth.cell_area_um2 160000 \
    fp_util 0.502 \
    timing.fmax_mhz 101 \
    regToRegSetupSlack_ns 15.20 \
    status "complete, no violations" \
    max_slew_margin 0.343 \
    nFillCells 28700 \
    wl_mm 534 \
    hp-class "flop to flop" \
    layout_top_cells "ha_1 (2490), dfxtp_1 (2151), inv_1 (1920)" \
    start_kind "flop" \
    gp_congestion 1.09 \
    cp_max_fo 10 \
    ys_seq_elements 2167 \
    final_common_cell "ha_1" \
    synth_cell_type_count 91 \
    cp_data_required_time_ns 17.76 \
]
[kinds of logic (layout without fill, tap and decap cells)]
family	Yosys count	in the layout	synth area share
adders and majority gates	3270	3270	0.293
AOI/OAI and AO/OA	4521	4521	0.183
muxes	23	23	0.00148
buffers and inverters	2049	2588	0.0482
other	0	22	0
xor gates and xnor gates	1736	1736	0.0952
DFF	2167	2167	0.272
and+or+nand+nor	3584	3584	0.108
[state kept, by name (all words and copies together), names as in the netlist]
signal,cells
x1,16
ADD,60
xp,1620
xm,471
[cell usage after synthesis (30+ instances only)]
cell       number
o211ai_1      107
a2111oi_0      30
ha_1         2490
nand4_1       142
o2111ai_1      31
nor3_1        309
dfxtp_1      2167
nor2_1       1063
fa_1          780
a21boi_0       67
o21a_1        281
a311oi_1       30
or3_1         115
xor2_1        493
a211o_1        41
a211oi_1      155
nand2b_1      207
and2_1         88
and3_1        165
o31ai_1       101
o21ai_0       797
a31o_2         42
a21oi_1      1383
nor4_1         39
nand2_1       790
o21bai_1      216
a31oi_1       153
nor2b_1       229
nand3_1       300
inv_1        1923
xnor2_1      1243
a21o_1        712
clkbuf_1      117
o31a_1         40
or2_2          50
[worst max-delay path, delay by kind of cell (launching register included)]
kind / cells / cell delay (ns)
buffers and inverters: 1 / 0.47
AND/OR/NAND/NOR: 1 / 0.11
adder cells (fa/ha/maj): 1 / 0.33
AND-OR/OR-AND: 8 / 2.75
XOR/XNOR: 1 / 0.13
flip-flops: 1 / 0.63
[worst max-delay path by stage]
stage / startpoint / end / slack, ns / cells after the start
CTS: xm[0][4]$_DFF_P_ / dout[10] / 12.16 / 12
finish: xm[0][6]$_DFF_P_ / dout[10] / 12.32 / 12
global route: xm[0][6]$_DFF_P_ / dout[10] / 12.02 / 12
[final cells by class]
type | instances | share of cell area
sequential | 2167 | 0.248
clock buffer | 327 | 0.0396
antenna | 22 | 0.000315
clock inverter | 124 | 0.00961
inverter | 1926 | 0.0414
tap | 4180 | 0.0299
multi-input combinational | 13100 | 0.621
timing repair buffer | 211 | 0.00952
[routing by layer]
layer,part of all wire,up-vias,GRT usage
met5,0.0013,-,0.0104
met4,0.059,53,0.163
met3,0.080,1092,0.102
met2,0.45,3379,0.529
met1,0.41,59100,0.458
li1,-,61300,-
[per-stage QoR]
stage | hold WS [ns] | instance area [µm²] | setup slack, ns | std cells
final | 0.303 | 175000 | 12.32 | 22100
after global routing | 0.300 | 175000 | 12.02 | 22100
after CTS | 0.296 | 175000 | 12.16 | 22100
after detailed placement | 0.312 | 166000 | 13.22 | 21600
after global placement | 0.310 | 166000 | 13.27 | 21600
after floorplan | 0.310 | 160000 | 12.72 | 17400
