$ cat design/flow/run.sh
#!/bin/bash
# OpenROAD 26Q1-2900-gdf79404cd8, Yosys 0.63+post, stock flow scripts
make -C /OpenROAD-flow-scripts/flow DESIGN_CONFIG=/design/flow/config.mk WORK_HOME=/design/flow/orfs finish
$ cat design/flow/constraint.sdc
current_design fir_57tap_lowpass

set clk_period 17.1
set clk_io_pct 0.2

create_clock -name clk0 -period $clk_period [get_ports {clock_50}]

set non_clock_inputs [all_inputs -no_clocks]
set_input_delay [expr $clk_period * $clk_io_pct] -clock clk0 $non_clock_inputs
set_output_delay [expr $clk_period * $clk_io_pct] -clock clk0 [all_outputs]
$ cat design/flow/config.mk
export PLATFORM = sky130hd
export DESIGN_NAME = fir_57tap_lowpass
export DESIGN_NICKNAME = fir_57tap_lowpass
export VERILOG_FILES = /design/flow/design.v
export SDC_FILE = /design/flow/constraint.sdc
export NUM_CORES = 4
export LEC_CHECK = 1
export CORE_UTILIZATION = 50
$ cat design/flow/design.v
module fir_57tap_lowpass(
    input signed [15:0] x,
    input clock_50,
    output signed [15:0] dout
);
    reg signed [15:0] x1;
    reg signed [31:0] xm [0:56];
    reg signed [31:0] xp [0:56];
    reg signed [15:0] c0  = 0;   
reg signed [15:0] c1  = 0;   
reg signed [15:0] c2  = 0;   
reg signed [15:0] c3  = 0;   
reg signed [15:0] c4  = 1;   
reg signed [15:0] c5  = 3;   
reg signed [15:0] c6  = 6;   
reg signed [15:0] c7  = 10;  
reg signed [15:0] c8  = 17;  
reg signed [15:0] c9  = 27;  
reg signed [15:0] c10 = 41;  
reg signed [15:0] c11 = 58;  
reg signed [15:0] c12 = 80;  
reg signed [15:0] c13 = 106; 
reg signed [15:0] c14 = 138; 
reg signed [15:0] c15 = 174; 
reg signed [15:0] c16 = 214; 
reg signed [15:0] c17 = 259; 
reg signed [15:0] c18 = 307; 
reg signed [15:0] c19 = 355; 
reg signed [15:0] c20 = 406; 
reg signed [15:0] c21 = 456; 
reg signed [15:0] c22 = 502; 
reg signed [15:0] c23 = 546; 
reg signed [15:0] c24 = 584; 
reg signed [15:0] c25 = 613; 
reg signed [15:0] c26 = 636; 
reg signed [15:0] c27 = 650; 
reg signed [15:0] c28 = 655; 
reg signed [15:0] c29 = 650; 
reg signed [15:0] c30 = 636; 
reg signed [15:0] c31 = 613; 
reg signed [15:0] c32 = 584; 
reg signed [15:0] c33 = 546; 
reg signed [15:0] c34 = 502; 
reg signed [15:0] c35 = 456; 
reg signed [15:0] c36 = 406; 
reg signed [15:0] c37 = 355; 
reg signed [15:0] c38 = 307; 
reg signed [15:0] c39 = 259; 
reg signed [15:0] c40 = 214; 
reg signed [15:0] c41 = 174; 
reg signed [15:0] c42 = 138; 
reg signed [15:0] c43 = 106; 
reg signed [15:0] c44 = 80;  
reg signed [15:0] c45 = 58;  
reg signed [15:0] c46 = 41;  
reg signed [15:0] c47 = 27;  
reg signed [15:0] c48 = 17;  
reg signed [15:0] c49 = 10;  
reg signed [15:0] c50 = 6;   
reg signed [15:0] c51 = 3;   
reg signed [15:0] c52 = 1;   
reg signed [15:0] c53 = 0;   
reg signed [15:0] c54 = 0;   
reg signed [15:0] c55 = 0;   
reg signed [15:0] c56 = 0;   
    wire signed [31:0] ADD [0:56];
    always @ (posedge clock_50) begin
        x1 <= x;
    end
    always @ (posedge clock_50) begin
        xm[0]  <= x1 * c0;
    xm[1]  <= x1 * c1;
    xm[2]  <= x1 * c2;
    xm[3]  <= x1 * c3;
    xm[4]  <= x1 * c4;
    xm[5]  <= x1 * c5;
    xm[6]  <= x1 * c6;
    xm[7]  <= x1 * c7;
    xm[8]  <= x1 * c8;
    xm[9]  <= x1 * c9;
    xm[10] <= x1 * c10;
    xm[11] <= x1 * c11;
    xm[12] <= x1 * c12;
    xm[13] <= x1 * c13;
    xm[14] <= x1 * c14;
    xm[15] <= x1 * c15;
    xm[16] <= x1 * c16;
    xm[17] <= x1 * c17;
    xm[18] <= x1 * c18;
    xm[19] <= x1 * c19;
    xm[20] <= x1 * c20;
    xm[21] <= x1 * c21;
    xm[22] <= x1 * c22;
    xm[23] <= x1 * c23;
    xm[24] <= x1 * c24;
    xm[25] <= x1 * c25;
    xm[26] <= x1 * c26;
    xm[27] <= x1 * c27;
    xm[28] <= x1 * c28;
    xm[29] <= x1 * c29;
    xm[30] <= x1 * c30;
    xm[31] <= x1 * c31;
    xm[32] <= x1 * c32;
    xm[33] <= x1 * c33;
    xm[34] <= x1 * c34;
    xm[35] <= x1 * c35;
    xm[36] <= x1 * c36;
    xm[37] <= x1 * c37;
    xm[38] <= x1 * c38;
    xm[39] <= x1 * c39;
    xm[40] <= x1 * c40;
    xm[41] <= x1 * c41;
    xm[42] <= x1 * c42;
    xm[43] <= x1 * c43;
    xm[44] <= x1 * c44;
    xm[45] <= x1 * c45;
    xm[46] <= x1 * c46;
    xm[47] <= x1 * c47;
    xm[48] <= x1 * c48;
    xm[49] <= x1 * c49;
    xm[50] <= x1 * c50;
    xm[51] <= x1 * c51;
    xm[52] <= x1 * c52;
    xm[53] <= x1 * c53;
    xm[54] <= x1 * c54;
    xm[55] <= x1 * c55;
    xm[56] <= x1 * c56;
    end
    always @ (posedge clock_50) begin
        xp[56] <= xm[56];
         xp[55] <= ADD[56];
    xp[54] <= ADD[55];
    xp[53] <= ADD[54];
    xp[52] <= ADD[53];
    xp[51] <= ADD[52];
    xp[50] <= ADD[51];
    xp[49] <= ADD[50];
    xp[48] <= ADD[49];
    xp[47] <= ADD[48];
    xp[46] <= ADD[47];
    xp[45] <= ADD[46];
    xp[44] <= ADD[45];
    xp[43] <= ADD[44];
    xp[42] <= ADD[43];
    xp[41] <= ADD[42];
    xp[40] <= ADD[41];
    xp[39] <= ADD[40];
    xp[38] <= ADD[39];
    xp[37] <= ADD[38];
    xp[36] <= ADD[37];
    xp[35] <= ADD[36];
    xp[34] <= ADD[35];
    xp[33] <= ADD[34];
    xp[32] <= ADD[33];
    xp[31] <= ADD[32];
    xp[30] <= ADD[31];
    xp[29] <= ADD[30];
    xp[28] <= ADD[29];
    xp[27] <= ADD[28];
    xp[26] <= ADD[27];
    xp[25] <= ADD[26];
    xp[24] <= ADD[25];
    xp[23] <= ADD[24];
    xp[22] <= ADD[23];
    xp[21] <= ADD[22];
    xp[20] <= ADD[21];
    xp[19] <= ADD[20];
    xp[18] <= ADD[19];
    xp[17] <= ADD[18];
    xp[16] <= ADD[17];
    xp[15] <= ADD[16];
    xp[14] <= ADD[15];
    xp[13] <= ADD[14];
    xp[12] <= ADD[13];
    xp[11] <= ADD[12];
    xp[10] <= ADD[11];
    xp[9]  <= ADD[10];
    xp[8]  <= ADD[9];
    xp[7]  <= ADD[8];
    xp[6]  <= ADD[7];
    xp[5]  <= ADD[6];
    xp[4]  <= ADD[5];
    xp[3]  <= ADD[4];
    xp[2]  <= ADD[3];
    xp[1]  <= ADD[2];
    xp[0]  <= ADD[1];
    end
    assign ADD[56] = xp[56] + xm[55];
    assign ADD[55] = xp[55] + xm[54];
    assign ADD[54] = xp[54] + xm[53];
    assign ADD[53] = xp[53] + xm[52];
    assign ADD[52] = xp[52] + xm[51];
    assign ADD[51] = xp[51] + xm[50];
    assign ADD[50] = xp[50] + xm[49];
    assign ADD[49] = xp[49] + xm[48];
    assign ADD[48] = xp[48] + xm[47];
    assign ADD[47] = xp[47] + xm[46];
    assign ADD[46] = xp[46] + xm[45];
    assign ADD[45] = xp[45] + xm[44];
    assign ADD[44] = xp[44] + xm[43];
    assign ADD[43] = xp[43] + xm[42];
    assign ADD[42] = xp[42] + xm[41];
    assign ADD[41] = xp[41] + xm[40];
    assign ADD[40] = xp[40] + xm[39];
    assign ADD[39] = xp[39] + xm[38];
    assign ADD[38] = xp[38] + xm[37];
    assign ADD[37] = xp[37] + xm[36];
    assign ADD[36] = xp[36] + xm[35];
    assign ADD[35] = xp[35] + xm[34];
    assign ADD[34] = xp[34] + xm[33];
    assign ADD[33] = xp[33] + xm[32];
    assign ADD[32] = xp[32] + xm[31];
    assign ADD[31] = xp[31] + xm[30];
    assign ADD[30] = xp[30] + xm[29];
    assign ADD[29] = xp[29] + xm[28];
    assign ADD[28] = xp[28] + xm[27];
    assign ADD[27] = xp[27] + xm[26];
    assign ADD[26] = xp[26] + xm[25];
    assign ADD[25] = xp[25] + xm[24];
    assign ADD[24] = xp[24] + xm[23];
    assign ADD[23] = xp[23] + xm[22];
    assign ADD[22] = xp[22] + xm[21];
    assign ADD[21] = xp[21] + xm[20];
    assign ADD[20] = xp[20] + xm[19];
    assign ADD[19] = xp[19] + xm[18];
    assign ADD[18] = xp[18] + xm[17];
    assign ADD[17] = xp[17] + xm[16];
    assign ADD[16] = xp[16] + xm[15];
    assign ADD[15] = xp[15] + xm[14];
    assign ADD[14] = xp[14] + xm[13];
    assign ADD[13] = xp[13] + xm[12];
    assign ADD[12] = xp[12] + xm[11];
    assign ADD[11] = xp[11] + xm[10];
    assign ADD[10] = xp[10] + xm[9];
    assign ADD[9]   = xp[9]   + xm[8];
    assign ADD[8]   = xp[8]   + xm[7];
    assign ADD[7]   = xp[7]   + xm[6];
    assign ADD[6]   = xp[6]   + xm[5];
    assign ADD[5]   = xp[5]   + xm[4];
    assign ADD[4]   = xp[4]   + xm[3];
    assign ADD[3]   = xp[3]   + xm[2];
    assign ADD[2]   = xp[2]   + xm[1];
    assign ADD[1]   = xp[1]   + xm[0];
    assign dout = ADD[1] >> 14;
endmodule
==> CHANGELOG.md <==
### Metrics

* Run status: finished, final reports clean
* Number of max-cap violations at 0
* Critical setup path kind: reg2reg
* OpenROAD warning count at 91
* Final worst path period share at 39.16%
* Clock Sink Count at around 1900
* Clk_skew at 0.06028 ns
* Detail-routed net length per standard cell at 25.71 um
* Mapped Area at roughly 0.14 mm^2
* Arrival time worst endpoint at 7.44 ns
* Layout overhead on the synthesized area at 10.07%
* Number of buffers added on ports at 32
* Post-synth regs at between 1500 and 2000
* Via count at 108200
* Combinational Area at 0.09279 mm^2
* Endpoint required time on the critical path at 17.85 ns
* Floorplan row count at 192
* Worst hold-check path type: reg2reg
* Post-CTS sizing at 0
* Sum Neg Setup Slack at 0 ns
* Vias per cell at about 5.6
* Maximum number of pins on one net before global-route repair at approximately 43
* Number of warning messages in the yosys log at 3
* Sort of element at the end of the critical path: register
* Transition time at the pin with the least slew margin at approximately 1.0 ns
* WL final at 493500 um
* Synth cell types at between 100 and 150
* Post-synth top area share at 28.14%
* Vertical die dimension at 528.1 um
* All-Layer GR Usage at 36.99%
* Initial antenna violation count at around 52
* Clock-pin slew reported for the worst setup and hold paths after clock tree synthesis at around 0.06 ns
* Initial cell density of the core at 50.43%
* Post CTS Setup Buffer Count at 0
* Hold violation count in the final report at 0
* Top area cell types: sky130_fd_sc_hd__dfxtp_1, sky130_fd_sc_hd__ha_1, sky130_fd_sc_hd__fa_1
* Antenna-violating nets left at 0
* Dominant cell type by area after synthesis: sky130_fd_sc_hd__dfxtp_1
* Fraction of final layout cells sized beyond drive strength 1 at 4.817%
* Via count of the first global-routing pass at between 100k and 150k
* Ys cells at 14960
* FFs w/ async S/R, synth at 0%
* Count of flip-flops with a built-in enable after synthesis at 0
* Startpoint types: register
* Slew Viols, Final at 0
* Worst-path fanout max at 14
* Number of optimization iterations in the first detailed-route pass at 5
* Detailed-placement wirelength estimate at 413500 um
* DIE WIDTH at 528.1 um
* Setup repair after global routing missed its margin: false
* Gp weighted congestion at 1.084
* Hold slack at 0.3114 ns
* Drt drc at 0
* Finished Layout Cells at 19200
* Filler instances at ~25000
* Chip Area, Yosys at approximately 0.14 mm^2
* Slew Limit Headroom at between 30% and 40%
* Gate Count Post-Synth at approximately 15000
* Most repeated cell in the gate-level netlist after synthesis: sky130_fd_sc_hd__ha_1
* CTS H-Tree Depth at 4
* Post-synthesis sequential area ratio at around 28%
* Placed cell count at 18770
* Dominant Register Cell: sky130_fd_sc_hd__dfxtp_1
* Chip Area at 0.2788 mm^2
* Shortest clock period the worst path allows after layout at ~6.7 ns
* TritonCTS clock tree: yes
* Most frequent cells after synthesis: sky130_fd_sc_hd__ha_1, sky130_fd_sc_hd__dfxtp_1, sky130_fd_sc_hd__inv_1
* DRT iter0 DRCs at 6222
* Clock root buffer: sky130_fd_sc_hd__clkbuf_16
* Final number of setup-violating endpoints at 0
* Aggregate global routing overflow at 0
* Achievable frequency at 149.3 MHz
* Clock latency of the later-clocked register in the worst-skew pair at between 0.9 and 1 ns
* Number of I/O pins at 33
* Flip-flop and latch area at 0.03895 mm^2
* Synthesized area per cell at 9.248 um^2
* Hold buffer count at CTS at 0
* Number of buffers created by CTS at 220
* First-pass GRT wire length at around 700000 um
* Clock Path Buffers at 4
* Placeable core region at approximately 0.27 mm^2
==> area by class of cell <==
cell class                 count  area share, %
antenna                       26        0.04272
clock buffer                 280          3.994
clock inverter               125          1.230
inverter                    1705          4.206
multi-input combinational  11240          60.93
sequential                  1945          25.58
tap                         3686          3.028
timing repair buffer         191         0.9941
==> critical path, cell delays in order, from the launching register on <==
cell and delay (ns):
sky130_fd_sc_hd__dfxtp_2 0.71, sky130_fd_sc_hd__buf_4 0.42, sky130_fd_sc_hd__ha_1 0.61, sky130_fd_sc_hd__ha_1 0.49, sky130_fd_sc_hd__inv_1 0.06, sky130_fd_sc_hd__fa_1 0.48
sky130_fd_sc_hd__inv_1 0.07, sky130_fd_sc_hd__fa_1 0.48, sky130_fd_sc_hd__inv_1 0.05, sky130_fd_sc_hd__fa_1 0.48, sky130_fd_sc_hd__inv_1 0.04, sky130_fd_sc_hd__ha_1 0.34
sky130_fd_sc_hd__a21o_1 0.22, sky130_fd_sc_hd__a21o_1 0.18, sky130_fd_sc_hd__a21oi_1 0.21, sky130_fd_sc_hd__nand2_1 0.09, sky130_fd_sc_hd__o21ai_0 0.55, sky130_fd_sc_hd__o2111ai_1 0.19
sky130_fd_sc_hd__o311ai_0 0.23, sky130_fd_sc_hd__o21ai_0 0.25, sky130_fd_sc_hd__o21ai_0 0.24, sky130_fd_sc_hd__xnor2_1 0.08
==> cells by family after synthesis <==
family / share of synthesized area [%]
buf+inv: 4.823
fa+ha+maj: 27.86
compound gates: 17.89
flops: 28.14
simple gates: 11.37
mux: 0.08681
xor+xnor: 9.830
==> final timing paths <==
kind / endpoint / slack, ns / start / depth (start not counted)
max: xm[31][25]$_DFF_P_ / 10.40 / x1[5]$_DFF_P_ / 21
min: xp[30][1]$_DFF_P_ / 0.31 / xp[31][1]$_DFF_P_ / 0
max reg2reg: xm[31][25]$_DFF_P_ / 10.40 / x1[5]$_DFF_P_ / 21
min reg2reg: xp[30][1]$_DFF_P_ / 0.31 / xp[31][1]$_DFF_P_ / 0
==> flip-flops by register name, summed over array words and instances (netlist names) <==
signal  flops
ADD        64
x1         16
xm        458
xp       1407
==> cells in the final DEF (no fill, tap or decap), drive strengths merged, types with 74 or more instances in the layout <==
master  netlist  routed
a31oi       121     121
nand2b      217     217
xnor2      1149    1149
o21bai      153     153
nor3        338     338
or3         116     116
and2         82      82
nand2       621     621
nand3       301     301
a21oi      1222    1222
ha         2052    2052
fa          643     643
a211oi      141     141
a21o        531     531
clkbuf       55     280
o211ai       88      88
o21a        230     230
xor2        401     401
and3        160     160
nor2        890     890
o31ai        91      91
o21ai       661     661
nor2b       204     204
nand4        74      74
buf          14     159
inv        1703    1714
dfxtp      1945    1945
==> through the flow <==
stage          util (%)  worst slack (ns)  area, um^2
3_5_place_dp      52.59             10.53      144300
2_1_floorplan         -             8.255      138400
3_3_place_gp      52.59             10.57      144300
4_1_cts           55.49             10.42      152200
6_report          55.51             10.40      152300
5_1_grt           55.49             10.16      152200
==> routing by layer <==
metal | GRT usage (%) | routed length, um
met4 | 20.72 | 35090
met2 | 57.38 | 223200
met5 | 0 | 190
met3 | 11.16 | 39670
met1 | 46.68 | 195400
